`run.sh`:
```
#!/bin/bash
# OpenROAD 26Q1-2900-gdf79404cd8, Yosys 0.63+post, stock flow scripts
make -C /OpenROAD-flow-scripts/flow DESIGN_CONFIG=/design/flow/config.mk WORK_HOME=/design/flow/orfs finish
```
`config.mk`:
```
export PLATFORM = sky130hd
export DESIGN_NAME = urv_regfile
export DESIGN_NICKNAME = urv_regfile
export VERILOG_FILES = /design/flow/design.v
export SDC_FILE = /design/flow/constraint.sdc
export NUM_CORES = 4
export LEC_CHECK = 1
export CORE_UTILIZATION = 40
```
`constraint.sdc`:
```
current_design urv_regfile

set clk_period 8.3
set clk_io_pct 0.2

create_clock -name clk0 -period $clk_period [get_ports {clk_i}]

set non_clock_inputs [all_inputs -no_clocks]
set_input_delay [expr $clk_period * $clk_io_pct] -clock clk0 $non_clock_inputs
set_output_delay [expr $clk_period * $clk_io_pct] -clock clk0 [all_outputs]
```
`design.v`:
```
`timescale 1ns/1ps
module urv_regmem
  (
   input 	     clk_i,
   input 	     rst_i,
   input 	     en1_i,
   input [4:0] 	     a1_i,
   output reg [31:0] q1_o,
   input [4:0] 	     a2_i,
   input [31:0]      d2_i,
   input 	     we2_i
   );
   reg [31:0] 	     ram [0:31];
   always@(posedge clk_i)
     if(en1_i)
       q1_o <= ram[a1_i];
   always@(posedge clk_i)
     if(we2_i)
       ram[a2_i] <= d2_i;
   // synthesis translate_off
   initial begin : ram_init
      integer i;
      for(i=0;i<32; i=i+1) begin
	 ram[i] = 0;
      end
   end
   // synthesis translate_on
endmodule
module urv_regfile
(
 input 	       clk_i,
 input 	       rst_i,
 input 	       d_stall_i,
 input [4:0]   rf_rs1_i,
 input [4:0]   rf_rs2_i,
 input [4:0]   d_rs1_i,
 input [4:0]   d_rs2_i,
 output reg [31:0] x_rs1_value_o,
 output reg [31:0] x_rs2_value_o,
 input [4:0]   w_rd_i,
 input [31:0]  w_rd_value_i,
 input 	       w_rd_store_i,
 input 	       w_bypass_rd_write_i,
 input [31:0]  w_bypass_rd_value_i
 );
   wire [31:0] rs1_regfile;
   wire [31:0] rs2_regfile;
   wire        write  = (w_rd_store_i && (w_rd_i != 0));
   urv_regmem bank0 
     (
      .clk_i(clk_i),
      .rst_i (rst_i ),
      .en1_i(!d_stall_i),
      .a1_i(rf_rs1_i),
      .q1_o(rs1_regfile),
      .a2_i(w_rd_i),
      .d2_i(w_rd_value_i),
      .we2_i (write));
   urv_regmem bank1
     (
      .clk_i(clk_i),
      .rst_i (rst_i ),
      .en1_i(!d_stall_i),
      .a1_i(rf_rs2_i),
      .q1_o(rs2_regfile),
      .a2_i (w_rd_i),
      .d2_i (w_rd_value_i),
      .we2_i (write)
      );
   wire        rs1_bypass_x = w_bypass_rd_write_i && (w_rd_i == d_rs1_i) && (w_rd_i != 0);
   wire        rs2_bypass_x = w_bypass_rd_write_i && (w_rd_i == d_rs2_i) && (w_rd_i != 0);
   reg 	       rs1_bypass_w, rs2_bypass_w;
   always@(posedge clk_i)
     if(rst_i)
       begin
          rs1_bypass_w <= 0;
	  rs2_bypass_w <= 0;
       end else if(!d_stall_i) begin
	  rs1_bypass_w <= write && (rf_rs1_i == w_rd_i);
	  rs2_bypass_w <= write && (rf_rs2_i == w_rd_i);
       end
   reg [31:0] 	  bypass_w;
   always@(posedge clk_i)
     if(write)
       bypass_w <= w_rd_value_i;
   always@*
     begin
	case ( {rs1_bypass_x, rs1_bypass_w } ) // synthesis parallel_case full_case
	  2'b10, 2'b11:
	    x_rs1_value_o <= w_bypass_rd_value_i;
	  2'b01:
	    x_rs1_value_o <= bypass_w;
	  default:
	    x_rs1_value_o <= rs1_regfile;
	endcase  
	case ( {rs2_bypass_x, rs2_bypass_w } ) // synthesis parallel_case full_case
	  2'b10, 2'b11:
	    x_rs2_value_o <= w_bypass_rd_value_i;
	  2'b01:
	    x_rs2_value_o <= bypass_w;
	  default:
	    x_rs2_value_o <= rs2_regfile;	 
	endcase  
     end  
endmodule  
```
==> results_dict.tcl <==
# yosys + openroad results
set metrics [dict create \
    die_x_um 367.2 \
    antenna_found_initial 8 \
    min_period_ns 6.966 \
    p_comb_share_pct 9.6 \
    grt_pass1_vias 34710 \
    seq_area_um2 33670 \
    largest_area_cell "edfxtp_1" \
    holdWs_ns 0.6742 \
    crit_fanout 20 \
    clock.fmax_mhz 143.6 \
    gp_congestion 0.8971 \
    crit_path_start "w_rd_i[2]" \
    drive_above_1_share_pct 11.88 \
    drtAntennaViolNets 0 \
    rsz0062_at_grt "false" \
    worstSkewPairLatency_ns 0.71 \
    hold_buffers 0 \
    start_kind "input port" \
    hold_viol_final 0 \
    fin_crit_sh_pct 83.93 \
    hp-start "rs1_bypass_w" \
    root_buffer "clkbuf_16" \
    hp-class "reg2reg" \
    synth-main-ff-cell "edfxtp_1" \
    cts_tree "done" \
    core_um2 132000 \
    most_common_cell "edfxtp_1" \
    drv_slew 0 \
    top_cells_by_area "edfxtp_1 (63%), mux2i_1 (19%), a22oi_1 (2.7%)" \
    top_cells_by_count "edfxtp_1 (1120), mux2i_1 (1024), nand3_1 (201)" \
    cts_buffers 116 \
    fp_util_pct 40.42 \
    fillerInstances 11188 \
    numSynthFlops 1122 \
    dieArea_um2 134800 \
    end_kind "output pin" \
    swShare_pct 22.87 \
    logic_area_um2 18860 \
    dp_hpwl_um 93580 \
    p_clk_share_pct 39.5 \
    detailedRoute.firstPassIterationCount 6 \
    worst_slew_pin_slew_ns 0.9816 \
    fin_tns_setup_ns 0 \
    p_int_mw 9.713 \
    viasPerCell 5.871 \
    grt_max_degree 90 \
    final.setup_skew_ns 0.02639 \
    grt_overflow 0 \
    synthCells 3669 \
    warnings 26 \
    status "complete, no violations" \
    cts_sinks 1122 \
    io_buffers 157 \
    met1_length_um 58880 \
    ys_area_um2 53340 \
    switchingPower_mw 2.880 \
    wl_per_cell_um 29.01 \
    met3_length_um 24920 \
    pwr_density_cell_nw_per_um2 206.3 \
    die_h_um 367.2 \
    postSynthSeqShare_pct 63.12 \
    drc 0 \
    syn_avg_cell_area_um2 14.54 \
    maxCapViolCount 0 \
    top_cell_area_share_pct 63.05 \
    track_usage_pct 26.20 \
    h-tree-depth 3 \
    cellLeakagePower_nw 22.25 \
    edf_count 1120 \
    arrival_ns 5.31 \
    ys_cells 3669 \
    synth.distinct_cells 30 \
    cts_max_path_buffers 3 \
    reg2reg_from "bank1.ram[7][14]" \
    num_rows 133 \
    max-slew-margin-rel_pct 34.36 \
    wl_met2_um 75490 \
    routed.top_layer "met5" \
    cts_resized 0 \
    crit_required_ns 6.64 \
    ys_async_sr_fraction_pct 0 \
    drt_iter0_drc 2113 \
    synth.cell_area_um2 53340 \
    setup_violations 0 \
    clkTransAtPathRegs_ns 0.06 \
    cts_setup_buffers 0 \
    peakVddDrop_v 0.0001851 \
    p_seq_share_pct 50.9 \
    ios 158 \
    area_growth_pct 14.41 \
    critical_path_class "in2out" \
    yosysWarnings 5 \
    vias 33357 \
    wirelength_um 164800 \
    grt_first_pass_wirelength_um 237400 \
]
[flip-flops by register name, summed over array words and instances (netlist names)]
register / flops
bank1.q1_o: 32
rs2_bypass_w: 1
bank0.q1_o: 32
rs1_bypass_w: 1
bank0.ram: 32
bank1.ram: 992
bypass_w: 32
[metal layers]
layer | vias up | GRT usage (%)
met3 | 281 | 16.86
li1 | 14772 | -
met4 | 14 | 6.643
met2 | 1824 | 38.47
met1 | 16466 | 33.17
met5 | - | 1.603
[worst paths after layout]
check	slack, ns	cells past startpoint	endpoint
max	1.33	8	x_rs2_value_o[31]
min reg2reg	0.67	2	rs1_bypass_w
max reg2reg	6.64	5	bank0.q1_o[14]
min	0.67	2	rs1_bypass_w
[cell type report]
class,count,area share [%]
flip-flops and latches,1122,55.18
multi-input cells,2306,30.91
clock buffers,141,5.015
repair buffers,286,4.404
well taps,1755,3.598
clock inverters,68,0.8713
diodes,3,0.01230
inverters,1,0.008201
[power groups by stage]
stage                 sequential (mW)  combinational (mW)  clock (mW)
after CTS                        6.41                1.20        5.05
after global routing             6.42                1.28        5.27
final                            6.41                1.20        4.98
[worst max-delay path, stage by stage]
cell and delay, ns:
clkdlybuf4s50_1 1.01, xnor2_1 0.20, nand3_1 0.36, nor4_4 0.34, buf_4 0.57, buf_4 0.39, mux2_2 0.37, clkdlybuf4s50_1 0.39
[per-stage QoR]
stage	total power [mW]	cells	setup WS, ns	utilization [%]	instance area (µm²)
5_1_grt	12.97	5682	1.241	46.25	61030
6_report	12.59	5682	1.334	46.25	61030
4_1_cts	12.66	5679	1.413	46.24	61020
2_1_floorplan	7.196	3700	3.623	-	53460
3_3_place_gp	7.719	5470	1.437	43.52	57430
3_5_place_dp	7.722	5470	1.419	43.52	57430
[cells by family after synthesis]
family / after synthesis / synth area share [%]
xor+xnor: 20 / 0.3284
flops: 1122 / 63.12
other cells: 1 / 0.007030
buf+inv: 272 / 2.289
compound gates: 578 / 7.375
simple gates: 524 / 4.536
mux: 1152 / 22.34
[placed cells by master (no fill, tap or decap), types with 118 or more instances in the layout]
cell type        instances
edfxtp_1              1120
mux2i_1               1024
nand3_1                201
nand2_1                195
a21oi_1                194
a22oi_1                192
clkdlybuf4s50_1        155
a22o_1                 128
clkbuf_16              119
buf_4                  118
Power is estimated from default activity; no workload was simulated.
