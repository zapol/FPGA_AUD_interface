$ cat design/flow/config.mk
export PLATFORM = sky130hd
export DESIGN_NAME = urv_divide
export DESIGN_NICKNAME = urv_divide
export VERILOG_FILES = /design/flow/design.v
export SDC_FILE = /design/flow/constraint.sdc
export NUM_CORES = 4
export LEC_CHECK = 1
export CORE_UTILIZATION = 40
$ cat design/flow/constraint.sdc
current_design urv_divide

set clk_period 34.3
set clk_io_pct 0.2

create_clock -name clk0 -period $clk_period [get_ports {clk_i}]

set non_clock_inputs [all_inputs -no_clocks]
set_input_delay [expr $clk_period * $clk_io_pct] -clock clk0 $non_clock_inputs
set_output_delay [expr $clk_period * $clk_io_pct] -clock clk0 [all_outputs]
$ cat design/flow/design.v
`timescale 1ns/1ps
module urv_divide
  (
   input 	     clk_i,
   input 	     rst_i,
   input 	     x_stall_i,
   input 	     x_kill_i,
   output 	     x_stall_req_o,
   input 	     d_valid_i,
   input 	     d_is_divide_i,
   input [31:0]      d_rs1_i,
   input [31:0]      d_rs2_i,
   input [2:0] 	     d_fun_i,
   output reg [31:0] x_rd_o
   );
   reg [31:0] 	     q,r,n,d;
   reg 		     n_sign, d_sign;
   reg [5:0] 	     state;
   wire [32:0] 	     alu_result;
   reg [31:0] 	     alu_op1;
   reg [31:0] 	     alu_op2;
   reg 		     is_rem;
   wire [31:0] r_next = { r[30:0], n[31 - (state - 3)] };
   always@*
     case(state) // synthesis full_case parallel_case
       0: begin alu_op1 <= 'hx; alu_op2 <= 'hx; end
       1: begin alu_op1 <= 0; alu_op2 <= d_rs1_i; end
       2: begin alu_op1 <= 0; alu_op2 <= d_rs2_i; end
       35: begin alu_op1 <= 0; alu_op2 <= q; end
       36: begin alu_op1 <= 0; alu_op2 <= r; end
       default: begin alu_op1 <= r_next; alu_op2 <= d; end
     endcase  
   reg alu_sub;
   assign alu_result = alu_sub ? {1'b0, alu_op1} - {1'b0, alu_op2} : {1'b0, alu_op1} + {1'b0, alu_op2};
   wire alu_ge = ~alu_result [32];
   wire start_divide = !x_stall_i && !x_kill_i && d_valid_i && d_is_divide_i;
   wire done = (is_rem ? state == 37 : state == 36 );
   assign x_stall_req_o = (start_divide || !done);
   always@*
     case (state) // synthesis full_case parallel_case
       1:
	 alu_sub <= n_sign;
       2:
	 alu_sub <= d_sign;
       35:
	 alu_sub <= n_sign ^ d_sign;
       36:
	 alu_sub <= n_sign;
       default:
	 alu_sub <= 1;
     endcase  
   always@(posedge clk_i)
     if(rst_i || done)
       state <= 0;
     else if (state != 0 || start_divide)
       state <= state + 1;
   always@(posedge clk_i)
	  case ( state ) // synthesis full_case parallel_case
	    0:
	      if(start_divide)
	      begin
		 q <= 0;
		 r <= 0;
		 is_rem <= (d_fun_i == 3'b110 || d_fun_i ==3'b111);
		 n_sign <= d_rs1_i[31];
		 d_sign <= d_rs2_i[31];
	      end
	    1: 
		n <= alu_result[31:0];
	    2: 
		d <= alu_result[31:0];
	    35:
	      x_rd_o <= alu_result;  
	    36:
	      x_rd_o <= alu_result;  
	    default:  
	      begin
		 q <= { q[30:0], alu_ge };
		 r <= alu_ge ? alu_result : r_next;
	      end
	  endcase  
endmodule  
$ cat design/flow/run.sh
#!/bin/bash
# OpenROAD 26Q1-2900-gdf79404cd8, Yosys 0.63+post, stock flow scripts
make -C /OpenROAD-flow-scripts/flow DESIGN_CONFIG=/design/flow/config.mk WORK_HOME=/design/flow/orfs finish
==> impl_metrics.toml <==
# physical design summary
[detailed_routing]
diodes = 0
vias = 8269
ant_nets = 0
vias_per_cell = 5.71
drt_first_pass_iters = 30
dr.first_iter.drc_count = 640
wl_um = 31300
wire_per_inst_um = 21.6
drcViolationCount = 0

[critical_path]
max_stage_delay_ps = 470
cp_max_fo = 3
crit_chain = "clkdlybuf4s50_1, nor2_1, nand3_1, nand2_1, clkdlybuf4s50_1"
worst-path-buf-inv = 2
cp_common_cell = "clkdlybuf4s50_1"
cp.arrival_ps = 8080
worstReg2RegEnd = "r[14]$_SDFFCE_PN0P_"
rrSetupSlack_ps = 26360
endpoint_kind = "primary output"
path_delay_family = "buffers and inverters"
slowest_stage = "clkdlybuf4s50_1"
r2r.worst_path.cells = 22
worstSetupStartpointType = "input pin"
critical_path_class = "in2out"
reg2reg_from = "state[0]$_SDFFE_PP0P_"
cp.required_ps = 27440

[clocking]
clockBufferDepth = 2
hold_buffers = 0
clk_latency_ps = 420
cts_tree = "done"
clock-sinks = 169
cts-root-buf = "clkbuf_16"
cts_buffers = 17
cts_resized = 0
clkTransAtPathRegs_ps = 70
htreeDepth = 4
post_cts.repair.setup_buffers = 0

[placed_design]
io_buffers = 104
hpwl_um = 21900
place_congestion = 0.976
dp_slack_ps = 19350
postPlaceCellArea_um2 = 12100

[yosys]
postSynthCellCount = 1018
synth.most_common_cell = "edfxtp_1"
ys_types = 71
top_area_cell = "edfxtp_1"
ys.flops = 169
common_cells = "edfxtp_1 (163), nand2_1 (104), and3_1 (97), mux2i_1 (59), nor2_1 (52)"
syn_area_um2 = 10700
ys_area_um2 = 10700
synthArstFlopShare = 0
yosys_warnings = 3
avgSynthCellArea_um2 = 10.5
ys_seq_share = 0.468
yosysTopAreaCellShare = 0.456
area_leaders = "edfxtp_1 (46%), and3_1 (5.7%), mux2i_1 (5.5%), ha_1 (4.3%), nand2_1 (3.6%)"
edf_count = 163
ys_cells = 1018
ff_type = "edfxtp_1"

[die]
fp_util = 0.409
ios = 106
dieWidth_um = 166
rows = 59
die_h_um = 166
dieArea_um2 = 27500
core_um2 = 26200

[job]
cap_violations = 0
warning_count = 29

[global_routing]
overflow = 0
grt_pass1_wl_um = 48400
grt.met1_usage = 0.412
grt_max_degree = 70
grtUsageTotal = 0.246
grt_pass1_vias = 8074
antenna_found_initial = 0
use_met2 = 0.339
grt_busiest_layer = "met1"
met3_usage = 0.0842

[final_timing]
setup_viol = 0
holdWs_ps = 540
fin_crit_ps = 14940
fin_skew_ps = 10.9
worst_pin_slew_ps = 764
tns_ps = 0
worst_slack_ps = 19360
slew_headroom = 0.489
rsz0062_at_grt = "false"
period_used_share = 0.436
max_freq_mhz = 66.9
maxSlewViolCount = 0
finalHoldViolCount = 0

[hold_path]
hold_depth = 1
hold_path_class = "reg2reg"
hp-start = "q[25]$_SDFFCE_PN0P_"
holdPathEnd = "q[26]$_SDFFCE_PN0P_"

[cells_and_area]
drive_gt1_frac = 0.0818
area_growth_syn_to_layout_pct = 18.1
design_area_um2 = 12700

[outcome]
status = "finished clean"
-- metrics by stage --
stage	util	std cells
after global placement	0.461	1415
after global routing	0.483	1447
after detailed placement	0.461	1415
after floorplan	-	1018
final	0.483	1447
after CTS	0.483	1447
-- registers in the layout, indices dropped and copies added, names as in the netlist --
| signal | flops |
|---|---|
| d_sign | 1 |
| d | 32 |
| is_rem | 1 |
| x_rd_o | 32 |
| n_sign | 1 |
| state | 6 |
| r | 32 |
| q | 32 |
| n | 32 |
-- area by class of cell --
cell class	instances	area (um2)
Timing Repair Buffer	126	1210
Sequential cell	169	5010
Inverter	21	78.8
Fill cell	2293	13500
Multi-Input combinational cell	764	5370
Tap cell	335	419
Clock inverter	13	144
Clock buffer	19	433
-- worst max path at each step --
stage	startpoint	endpoint	cells after the start
CTS	x_kill_i	x_stall_req_o	5
finish	x_kill_i	x_stall_req_o	5
global route	x_stall_i	x_stall_req_o	5
-- cell families (layout without fill, tap and decap cells) --
family	count (synthesis)	after routing	synth area share
simple gates	422	422	0.212
compound gates	175	175	0.112
flops	169	169	0.468
buf+inv	85	179	0.0357
mux	71	71	0.0784
xor+xnor	58	58	0.0491
fa+ha+maj	38	38	0.0450
-- layout by cell type, fill, tap and decap left out, types with 4 or more instances in the layout --
master	count
nand2_1	104
and2_1	43
nand2b_1	7
nand3_1	49
xnor2_1	36
nor4_1	8
clkdlybuf4s50_1	104
o211ai_1	9
a22oi_1	6
nand4_1	6
or4_1	7
dfxtp_1	6
and3_1	97
clkbuf_16	17
edfxtp_1	163
a31oi_1	8
nor2b_1	7
or2_2	9
a2111o_1	11
mux2i_1	59
nor2_1	51
a21o_1	10
mux4_2	10
buf_4	22
o21a_1	7
inv_1	21
nor3_1	9
xor2_1	21
o21ai_0	34
o2111ai_1	11
a21oi_1	42
ha_1	37
o31ai_1	4
-- worst reg2reg max path, cell delays in order, from the launching register on --
cell      delay, ps
dfxtp_1         320
buf_4           290
ha_1            220
buf_4           310
nor3b_1         280
o21ai_2          70
buf_4           250
nand2_2         260
buf_4           530
nand3_1         730
nor2_1          370
xor2_1          180
ha_1            310
a211oi_1        480
nor3_1          160
o211ai_1        400
o211a_1         280
a41oi_1         240
a21oi_1         390
o21ai_0         350
xnor2_4         590
buf_4           530
mux2i_1         160
-- per-layer routing --
layer  up-vias  share of wire  wire (um)
met1      3937           0.47      14800
met5         -              0          0
met2       334           0.42      13200
met4         0          0.011        329
met3        19          0.095       2990
li1       3979              -          -
